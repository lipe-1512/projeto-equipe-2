==> flow/run.sh <==
#!/bin/bash
# OpenROAD 26Q1-2900-gdf79404cd8, Yosys 0.63+post, stock flow scripts
make -C /OpenROAD-flow-scripts/flow DESIGN_CONFIG=/design/flow/config.mk WORK_HOME=/design/flow/orfs finish
==> flow/config.mk <==
export PLATFORM = sky130hd
export DESIGN_NAME = multiplier
export DESIGN_NICKNAME = multiplier
export VERILOG_FILES = /design/flow/design.v
export SDC_FILE = /design/flow/constraint.sdc
export NUM_CORES = 4
export LEC_CHECK = 1
export CORE_UTILIZATION = 30
==> flow/constraint.sdc <==
current_design multiplier

set clk_period 16.2
set clk_io_pct 0.2

create_clock -name clk0 -period $clk_period [get_ports {clk}]

set non_clock_inputs [all_inputs -no_clocks]
set_input_delay [expr $clk_period * $clk_io_pct] -clock clk0 $non_clock_inputs
set_output_delay [expr $clk_period * $clk_io_pct] -clock clk0 [all_outputs]
==> flow/design.v <==
module multiplier (
    input clk,
    input start,
    input [31:0] a, b,
    output reg [31:0] hi, lo,
    output reg ready
);
reg [31:0] multiplicand, multiplier;
reg [63:0] product;
reg [5:0] count;  
reg active;
always @(posedge clk) begin
    if (start && !active) begin
        multiplicand <= a;
        multiplier <= b;
        product <= 64'b0;
        count <= 6'b000000;
        active <= 1'b1;
        ready <= 1'b0;
    end else if (active) begin
        if (count < 32) begin
            case ({multiplier[1:0]})
                2'b01: product = product + {multiplicand, 32'b0};
                2'b10: product = product - {multiplicand, 32'b0};
                default: ;  
            endcase
            {product, multiplier} = {product[63], product, multiplier} >>> 1;
            count <= count + 1;
        end else begin
            active <= 1'b0;
            ready <= 1'b1;
            hi <= product[63:32];
            lo <= product[31:0];
        end
    end else begin
        ready <= 1'b0;
    end
end
endmodule
==> flow_summary.json <==
{
  "outcome": "completed",
  "htreeDepth": 4,
  "ys_ff": 198,
  "die_h_um": 175.0,
  "pin_count": 131,
  "topCellsByArea": "edfxtp_1 42%, dfxtp_1 16%, nand2_1 5.8%, ha_1 4.7%, xnor2_1 4.3%",
  "ys_sh_adder_pct": 4.962,
  "cts_hold_buf": 0,
  "top_area_cell": "edfxtp_1",
  "slowest_stage": "buf_4",
  "yosysUniqueCellTypes": 63,
  "clk_pin_slew_worst_paths_ns": 0.08,
  "ys_cells": 813,
  "power.density_nw_per_um2": 215.6,
  "globalplace.congestion": 0.8505,
  "synth.logic.top_family": "AND-OR/OR-AND gates",
  "p_leak_nw": 4.265,
  "core_area_um2": 29090,
  "synth_seq_share_pct": 58.31,
  "crit_arrival_ns": 5.54,
  "post-route-min-period_ns": 5.399,
  "critPathLaunchType": "input port",
  "report.final.slew_viol_count": 0,
  "hold_path.class": "flop to flop",
  "top_area_share_pct": 42.48,
  "period_used_pct": 33.33,
  "peakVddDrop_uv": 130.0,
  "critPathKind": "input port to flop",
  "edf_count": 127,
  "flop_cell": "edfxtp_1",
  "setup_viol": 0,
  "cts_root_buf": "clkbuf_16",
  "area_growth_pct": 26.59,
  "first_pass_iters": 5,
  "initCoreUtil_pct": 30.86,
  "syn_area_um2": 8977,
  "crit_required_ns": 16.34,
  "synth.cellmix.simpleShare_pct": 13.27,
  "grt_pass1_wl_um": 30020,
  "finClkSkew_ns": 0.01290,
  "fmax_ghz": 0.1852,
  "dieArea_um2": 30620,
  "antenna_found_initial": 0,
  "rsz0062_at_grt": "no",
  "drc": 0,
  "post_cts_buffers": 0,
  "ctsResizeCount": 0,
  "avgSynthCellArea_um2": 11.04,
  "die_w_um": 175.0,
  "finalNonFillerCells": 1330,
  "place_inst": 1298,
  "layout-drive-gt1-share_pct": 6.131,
  "grt_pass1_vias": 5775,
  "warnings": 25,
  "via_per_inst": 4.610,
  "syn_inst": 813,
  "yosys_warnings": 1,
  "ys_area_um2": 8977,
  "mux_share_pct": 0.5575,
  "cts.path.max_buffers": 2,
  "wl_um": 18520,
  "port_buffers": 130,
  "grt_max_degree": 69,
  "xor_share_pct": 5.840,
  "critPathMaxFanout": 41,
  "n_fill_cell": 2776,
  "cts_tree": "done",
  "cpMostUsedCell": "buf_4",
  "rows": 62,
  "relSlewSlack_pct": 46.41,
  "first_iter_violations": 391,
  "clock-sinks": 198,
  "worstPathCellList": "clkdlybuf4s50_1 -> nand2b_1 -> buf_4 -> inv_2 -> nor2_4 -> buf_4 -> inv_1 -> buf_4",
  "hpwl_um": 13460,
  "track_usage_pct": 12.68,
  "compound_area_share_pct": 14.68,
  "cts_buffers": 17,
  "wl_per_cell_um": 13.93,
  "tightest_slew_ns": 0.8034,
  "crit_path_end_kind": "flop",
  "maxCapViolations": 0,
  "insertedDiodeCount": 0,
  "synthArstFlopShare_pct": 0,
  "clock.latency.late_pin_ns": 0.43,
  "finalHoldViolations": 0,
  "globalRouteOverflowTotal": 0,
  "vias": 6131,
  "fin_setup_tns_ns": 0,
  "ant_nets": 0,
  "max_stage_delay_ns": 0.48
}
## layout by cell type (no fill, tap or decap), drive strengths merged, types with 14 or more instances in the layout
cell type / synthesis / layout
edfxtp: 127 / 127
inv: 19 / 26
xor2: 14 / 14
dfxtp: 71 / 71
a21oi: 56 / 56
o21ai: 47 / 47
a22o: 35 / 35
nand2: 139 / 139
clkdlybuf4s50: 0 / 130
xnor2: 45 / 45
nor2: 49 / 49
clkbuf: 31 / 17
ha: 34 / 34
## through the flow
step	util [%]	setup slack (ns)	power, mW	cell area (µm²)	hold WS (ns)
4_1_cts	39.07	10.83	2.462	11360	0.4364
2_1_floorplan	-	11.06	1.725	8977	0.4052
5_1_grt	39.07	10.65	2.650	11360	0.4427
3_5_place_dp	36.76	10.37	2.004	10690	0.4161
6_report	39.07	10.80	2.450	11360	0.4342
3_3_place_gp	36.76	10.38	1.990	10690	0.4137
## final cells by class
type	count	area, µm²	area share, %
Sequential cell	198	5235	46.06
Multi-Input combinational cell	559	3545	31.19
Timing Repair Buffer	138	1361	11.98
Tap cell	384	480.5	4.228
Clock buffer	17	425.4	3.743
Clock inverter	15	246.5	2.169
Inverter	19	71.32	0.6275
## cell usage after synthesis (3+ instances only)
cell,n
or4_1,3
edfxtp_1,127
nor3_1,11
a21o_1,7
o21a_1,3
nor2b_1,7
nand4_1,7
and3_1,4
o21ai_0,47
o21bai_1,3
nand2b_1,7
a22o_1,35
ha_1,34
a41oi_1,3
a32oi_1,3
clkbuf_1,31
and2_1,5
buf_1,5
nand3_1,9
nand2_1,139
xor2_1,14
a22oi_1,13
a31oi_1,8
nor2_1,49
dfxtp_1,71
inv_1,19
a21oi_1,56
xnor2_1,44
mux2i_1,5
## report_power, final
part | internal [mW] | leakage [nW] | total [mW] | switching (mW)
Clock | 0.222 | 0.322 | 0.454 | 0.232
Combinational | 0.503 | 2.14 | 1.15 | 0.645
Sequential | 0.742 | 1.80 | 0.848 | 0.106
## kinds of logic after synthesis
group                    after synthesis
flip-flops                           198
multiplexers                           5
XOR/XNOR                              59
buffers and inverters                 56
adder cells (fa/ha/maj)               35
AND-OR/OR-AND                        200
AND/OR/NAND/NOR                      260
## worst max-delay path: cells and delay by family
kind                   cells  cell delay, ns
buffers and inverters      6            1.77
AND/OR/NAND/NOR            2            0.47
## worst paths after layout
| kind | startpoint | end | slack (ns) | cells past startpoint |
|---|---|---|---|---|
| max reg2reg | multiplicand[0]$_DFFE_PP_ | product[62]$_SDFFE_PP0P_ | 11.83 | 16 |
| max | start | multiplier[17]$_DFFE_PP_ | 10.80 | 8 |
| min reg2reg | product[0]$_SDFFE_PP0P_ | lo[0]$_DFFE_PP_ | 0.43 | 0 |
| min | product[0]$_SDFFE_PP0P_ | lo[0]$_DFFE_PP_ | 0.43 | 0 |
## flip-flops by register name, indices dropped and copies added, names as in the netlist
| name | count |
|---|---|
| ready | 1 |
| multiplicand | 32 |
| count | 6 |
| product | 63 |
| hi | 31 |
| active | 1 |
| multiplier | 32 |
| lo | 32 |
## metal layers
metal	vias to the layer above	wire, µm	global-route usage [%]
met1	2729	9551	21.57
met4	0	181	1.123
met5	-	0	0
met3	10	1330	3.751
li1	3206	-	-
met2	186	7458	17.13
Power and IR drop assume default switching activity.
