## /design/flow/design.v

```verilog
module mux9x1 #(parameter WIDTH = 32) (
    input [WIDTH-1:0] in0, in1, in2, in3, in4, in5, in6, in7, in8,
    input [3:0] sel,
    output [WIDTH-1:0] out
);
    assign out = (sel == 4'b0000) ? in0 :
                 (sel == 4'b0001) ? in1 :
                 (sel == 4'b0010) ? in2 :
                 (sel == 4'b0011) ? in3 :
                 (sel == 4'b0100) ? in4 :
                 (sel == 4'b0101) ? in5 :
                 (sel == 4'b0110) ? in6 :
                 (sel == 4'b0111) ? in7 :
                 (sel == 4'b1000) ? in8  :
                 {WIDTH{1'b0}};
endmodule
```

## /design/flow/run.sh

```bash
#!/bin/bash
# OpenROAD 26Q1-2900-gdf79404cd8, Yosys 0.63+post, stock flow scripts
make -C /OpenROAD-flow-scripts/flow DESIGN_CONFIG=/design/flow/config.mk WORK_HOME=/design/flow/orfs finish
```

## /design/flow/config.mk

```make
export PLATFORM = sky130hd
export DESIGN_NAME = mux9x1
export DESIGN_NICKNAME = mux9x1
export VERILOG_FILES = /design/flow/design.v
export SDC_FILE = /design/flow/constraint.sdc
export NUM_CORES = 4
export LEC_CHECK = 1
export CORE_AREA = 10 10 132 132
export DIE_AREA = 0 0 142 142
```

## /design/flow/constraint.sdc

```tcl
current_design mux9x1

set clk_period 6.3
set clk_io_pct 0.2

create_clock -name clk0 -period $clk_period

set non_clock_inputs [all_inputs -no_clocks]
set_input_delay [expr $clk_period * $clk_io_pct] -clock clk0 $non_clock_inputs
set_output_delay [expr $clk_period * $clk_io_pct] -clock clk0 [all_outputs]
```

==> GITHUB_STEP_SUMMARY <==
### Yosys + OpenROAD results

| Metric | Value |
|---|---|
| Outcome | completed |
| Log Warnings | 32 |
| Total gr overflow | 0 |
| Final setup margin | 1.02 ns |
| Setup bufs post-CTS | 0 |
| Pin count of the biggest net entering global routing | 99 |
| Least-Margin Pin Slew | 0.943 ns |
| Layout area overhead | 104% |
| Buffers on Ports | 324 |
| Cell area after placement | 6260 µm² |
| Synth warn | 0 |
| Startpoint types | primary input |
| TNS Setup | 0 ns |
| Vias in the first global route | 4,486 |
| Yosys top cell by area | mux2i_1 |
| Proportion of layout cells with a drive suffix above 1 | 4.41% |
| DRT Pass-1 Iters | 4 |
| Placer Congestion | 0.906 |
| VDD IR-drop max | slightly above 0.00003 V |
| Remaining antenna violation count after routing | 0 |
| Syn Area/Cell | 6.90 µm² |
| Crit path max fanout | 19 |
| Final hold violations | 0 |
| Fin crit period | 5.28 ns |
| Final std cells w/o fill | 910 |
| Slew Limit Fails | 0 |
| Vias per inst | 4.89 |
| Fin crit share | roughly 84% |
| Worst Path Class, Setup | primary input to output port |
| Final instance area | 6260 µm² |
| Diode count | 0 |
| Final setup vio count | 0 |
| Total wire length | 19.2 mm |
| Cell area leaders | mux2i_1 (27%), o21ai_0 (6.9%), a21oi_1 (5.9%) |
| Count of hold-fix buffers inserted at cts | 0 |
| Rel. slew slack | 36.9% |
| Fmax | 189 MHz |
| PostCTS Resize Cnt | 0 |
| WHS Path Cells | 4 |
| Post-synth cell types | 31 |
| Clk_buf instances | 0 |
| Yosys cell count | 444 |
| Floorplan utilization | 21.1% |
| Max-Cap Viols | 0 |
| First-pass GRT wire length | 28.1 mm |
| Number of remaining DRC errors | 0 |
| Flop count | 0 |
| Row count | 44 |
| Crit path DAT | about 4.0 ns |
| Iteration-0 DRC Markers | about 250 |
| WL/cell | 21.1 µm |
| Chip area | 20,200 µm² |
| Worst hold margin | 3.52 ns |
| Post-synthesis chip area from yosys | 3070 µm² |
| Power consumption | 414 µW |
| Pre-CTS setup slack | 1.05 ns |
| Synth top cell by count | mux2i_1 |
| Total GRT Usage | 17.7% |
| Die width | 142 µm |
| Sum of net half-perimeters after detailed placement | 16.0 mm |
| P per Cell Area | 66.1 nW/µm² |
| Post-Route Utilization | 43.1% |
| Vias | 4,446 |
| HP Class | primary input to output port |
| Sequential cell area | 0 µm² |
| Num ports | between 300 and 400 |
| RSZ-0062 raised after global routing | false |
| Syn Inst Count | 444 |
| Inst Count DP | 910 |
| Mapped cell area | 3070 µm² |
| Die Y | 142 µm |
| Area share of the largest cell type after synthesis | 27.4% |
| Commonest cells in the netlist | mux2i_1 (84), o21ai_0 (42), a21oi_1 (36) |
| Initial antenna violation count | 0 |
| Post-synthesis sequential area ratio | 0% |
| Core area | 14,500 µm² |
| Leak | 2.48 nW |
| Worst Path Required | ~5 ns |
| Endpoint class of the critical path | output port |
-- layout by cell type (no fill, tap or decap), drive strengths merged --
| master | count |
|---|---|
| nor2 | 33 |
| a221oi | 6 |
| or3 | 1 |
| clkdlybuf4s50 | 321 |
| o21ai | 62 |
| nor3 | 1 |
| nor4b | 1 |
| nand2 | 33 |
| o22a | 6 |
| a21oi | 46 |
| a22oi | 12 |
| o21a | 6 |
| nor3b | 7 |
| mux2i | 84 |
| nor2b | 22 |
| and3b | 1 |
| nand2b | 2 |
| a211o | 20 |
| mux2 | 6 |
| clkinv | 1 |
| and2b | 1 |
| nand3b | 1 |
| o22ai | 28 |
| o2bb2ai | 12 |
| buf | 13 |
-- critical path: stages --
cell and delay [ns]:
clkdlybuf4s50_1 0.67, nand3b_1 0.85, o2bb2ai_1 0.43, a22oi_1 0.14
o22ai_1 0.15, clkdlybuf4s50_1 0.51
-- kinds of logic after synthesis --
group                  Yosys count  share of synthesized area [%]
AND-OR/OR-AND                  198                           41.6
AND/OR/NAND/NOR                103                           16.6
multiplexers                    90                           29.6
buffers and inverters           53                           12.2
-- final cells by class --
type                       count  area, µm²
timing repair buffer         334       3320
tap                          184        230
inverter                       1       3.75
multi-input combinational    391       2700
fill                        1404       8270
-- power breakdown --
group	internal, mW	switching, mW	leakage (nW)
Sequential	0	0	0
Clock	0	0	0
Combinational	0.271	0.142	2.48
Total	0.271	0.142	2.48
-- path summary, 6_finish.rpt --
kind   start  endpoint  slack, ns
max   sel[3]    out[4]       1.02
min   sel[0]   out[14]       3.52
-- routing by layer --
layer  GRT usage (%)  part of all wire (%)  up-vias
met5               0                     0        -
met4           0.323                  0.14        0
met3            3.49                   7.0        2
met2            31.7                    53      157
met1            22.5                    40     2043
li1                -                     -     2244
Power and IR drop assume default switching activity.
