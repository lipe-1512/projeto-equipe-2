[./config.mk]
export PLATFORM = sky130hd
export DESIGN_NAME = divider
export DESIGN_NICKNAME = divider
export VERILOG_FILES = /design/flow/design.v
export SDC_FILE = /design/flow/constraint.sdc
export NUM_CORES = 4
export LEC_CHECK = 1
export CORE_UTILIZATION = 50
[./constraint.sdc]
current_design divider

set clk_period 26.2
set clk_io_pct 0.2

create_clock -name clk0 -period $clk_period [get_ports {clk}]

set non_clock_inputs [all_inputs -no_clocks]
set_input_delay [expr $clk_period * $clk_io_pct] -clock clk0 $non_clock_inputs
set_output_delay [expr $clk_period * $clk_io_pct] -clock clk0 [all_outputs]
[./design.v]
module divider (
    input clk,
    input start,
    input [31:0] a, b,
    output reg [31:0] hi, lo,
    output reg ready,
    output reg div_zero
);
reg [31:0] dividend, divisor;
reg [63:0] remainder;
reg [5:0] count;
reg active;
always @(posedge clk) begin
    if (start && !active) begin
        if (b == 0) begin
            div_zero <= 1'b1;
            ready <= 1'b1;
            active <= 1'b0;
        end else begin
            dividend <= a;
            divisor <= b;
            remainder <= {32'b0, a};
            count <= 6'b000000;
            active <= 1'b1;
            ready <= 1'b0;
            div_zero <= 1'b0;
        end
    end else if (active) begin
        if (count < 32) begin
            remainder = remainder << 1;
            remainder[63:32] = remainder[63:32] - divisor;
            if (remainder[63]) begin
                remainder[63:32] = remainder[63:32] + divisor;
                remainder[0] = 1'b0;
            end else begin
                remainder[0] = 1'b1;
            end
            count <= count + 1;
        end else begin
            active <= 1'b0;
            ready <= 1'b1;
            lo <= remainder[31:0];  
            hi <= remainder[63:32];  
        end
    end else begin
        ready <= 1'b0;
        div_zero <= 1'b0;
    end
end
endmodule
[./run.sh]
#!/bin/bash
# OpenROAD 26Q1-2900-gdf79404cd8, Yosys 0.63+post, stock flow scripts
make -C /OpenROAD-flow-scripts/flow DESIGN_CONFIG=/design/flow/config.mk WORK_HOME=/design/flow/orfs finish
==> run_summary.xml <==
<?xml version="1.0" encoding="UTF-8"?>
<metrics>
  <group name="outcome">
    <metric name="status" unit="">finished clean</metric>
  </group>
  <group name="sta">
    <metric name="timing.final.max_slew_violations" unit="">0</metric>
    <metric name="grt_setup_unrepaired" unit="">no</metric>
    <metric name="fin_hold_viols" unit="">0</metric>
    <metric name="fmaxAchievable" unit="GHz">0.139</metric>
    <metric name="post_layout_period_usage" unit="%">27.5</metric>
    <metric name="worst-slew-pin-transition" unit="ns">0.931</metric>
    <metric name="report.final.setup_viol" unit="">0</metric>
    <metric name="period_needed" unit="ns">7.22</metric>
    <metric name="slew_headroom" unit="%">37.9</metric>
    <metric name="clock-skew-final" unit="ns">0.0136</metric>
    <metric name="tns" unit="ns">0</metric>
  </group>
  <group name="detailed_routing">
    <metric name="dr.first_iter.drc_count" unit="">451</metric>
    <metric name="dr_total_vias" unit="">7667</metric>
    <metric name="vias_per_cell" unit="">5.59</metric>
    <metric name="n_antenna_cell" unit="">0</metric>
    <metric name="drc" unit="">0</metric>
    <metric name="postRouteAntennaNets" unit="">0</metric>
    <metric name="detail_route.wirelength" unit="um">23900</metric>
    <metric name="drt-pass1-iter-count" unit="">5</metric>
    <metric name="drt-wirelength-per-cell" unit="um">17.4</metric>
  </group>
  <group name="setup_path">
    <metric name="timing.critical_path.fanout_max" unit="">37</metric>
    <metric name="critPathCaptureType" unit="">flip-flop</metric>
    <metric name="crit-reg2reg-capture" unit="">remainder[59]</metric>
    <metric name="crit_chain" unit="">clkdlybuf4s50_1, nor4_1, nand4_1, nor2_1, o21ai_4, buf_4</metric>
    <metric name="critical-path-slowest-cell" unit="">sky130_fd_sc_hd__nor4_1</metric>
    <metric name="ff2ff_path_depth" unit="">17</metric>
    <metric name="crit_path_start_kind" unit="">primary input</metric>
    <metric name="worst-r2r-setup-slack" unit="ns">20.81</metric>
    <metric name="worstPathRequired" unit="ns">26.32</metric>
    <metric name="timing.setup.critical_path_class" unit="">primary input to flip-flop</metric>
    <metric name="cp.buffers_inverters" unit="">2</metric>
    <metric name="worst_r2r_startpoint" unit="">divisor[0]</metric>
    <metric name="cp_slowest_stage_delay" unit="ns">0.59</metric>
    <metric name="critPathTopFamily" unit="">simple AND/OR/NAND/NOR gates</metric>
    <metric name="arrival" unit="ns">7.34</metric>
  </group>
  <group name="flow_run">
    <metric name="timing.max_cap.violations" unit="">0</metric>
    <metric name="warnings" unit="">32</metric>
  </group>
  <group name="finish">
    <metric name="final_core_utilization" unit="%">62.6</metric>
    <metric name="area_taken_by_flip_flops_and_latches" unit="mm2">0.00506</metric>
    <metric name="layout-drive-gt1-share" unit="%">5.96</metric>
    <metric name="area_growth" unit="%">22.4</metric>
    <metric name="final.fill_count" unit="">1578</metric>
    <metric name="comb_area" unit="mm2">0.00458</metric>
  </group>
  <group name="clocking">
    <metric name="tritoncts_num_sinks" unit="">169</metric>
    <metric name="clock_tree_from_tritoncts" unit="">built</metric>
    <metric name="clock_insertion_delay_worst_skew" unit="ns">0.43</metric>
    <metric name="numCtsBuffers" unit="">17</metric>
    <metric name="cts.repair.resized" unit="">0</metric>
    <metric name="clk_pin_slew_worst_paths" unit="ns">0.07</metric>
    <metric name="cts_max_path_buffers" unit="">2</metric>
    <metric name="cts_hold_repair.buffers" unit="">0</metric>
    <metric name="cts.repair_timing.setup_buffer_count" unit="">0</metric>
    <metric name="h-tree-depth" unit="">4</metric>
    <metric name="cts.root.buffer_cell" unit="">sky130_fd_sc_hd__clkbuf_16</metric>
  </group>
  <group name="floorplan">
    <metric name="core-area" unit="mm2">0.0195</metric>
    <metric name="design.portCount" unit="">132</metric>
    <metric name="dieArea" unit="mm2">0.0205</metric>
    <metric name="chipWidth" unit="um">143</metric>
    <metric name="floorplan.die.height" unit="um">143</metric>
    <metric name="std_cell_rows" unit="">51</metric>
    <metric name="initial_utilization" unit="%">51.1</metric>
  </group>
  <group name="placement">
    <metric name="routabilityCongestion" unit="">0.922</metric>
    <metric name="dp_hpwl" unit="um">17100</metric>
    <metric name="placement.io_buffers" unit="">131</metric>
  </group>
  <group name="synthesis">
    <metric name="synthDominantAreaCellType" unit="">sky130_fd_sc_hd__edfxtp_1</metric>
    <metric name="synth_flops" unit="">169</metric>
    <metric name="number_of_standard_cells_reported_by_yosys" unit="">966</metric>
    <metric name="library_cells_used_by_synthesis" unit="">68</metric>
    <metric name="synth.yosys.seq_area_share" unit="%">50.9</metric>
    <metric name="synth.yosys.chip_area" unit="mm2">0.00995</metric>
    <metric name="top_area_share" unit="%">50.7</metric>
    <metric name="asyncSetResetFlopFracSynth" unit="%">0</metric>
    <metric name="syn-mean-instance-area" unit="um2">10.3</metric>
    <metric name="synthesis.area" unit="mm2">0.00995</metric>
    <metric name="synth_warnings" unit="">1</metric>
    <metric name="edf_count" unit="">168</metric>
    <metric name="synth.area.top_cells" unit="">sky130_fd_sc_hd__edfxtp_1 51%, sky130_fd_sc_hd__ha_1 8.4%, sky130_fd_sc_hd__nand2_1 5.2%</metric>
    <metric name="syn-instance-count" unit="">966</metric>
    <metric name="dominantRegCellSynth" unit="">sky130_fd_sc_hd__edfxtp_1</metric>
  </group>
  <group name="min_path">
    <metric name="holdPathEnd" unit="">hi[31]</metric>
    <metric name="worst_hold_startpoint" unit="">remainder[63]</metric>
    <metric name="min_delay_path_depth" unit="">0</metric>
    <metric name="hold_path.class" unit="">flip-flop to flip-flop</metric>
  </group>
  <group name="global_routing">
    <metric name="met1_track_demand_over_resource_in_global_routing" unit="%">44.2</metric>
    <metric name="gr-total-overflow" unit="">0</metric>
    <metric name="pin_count_of_the_biggest_net_entering_global_routing" unit="">71</metric>
    <metric name="globalRouteTotalUtil" unit="%">26.2</metric>
    <metric name="grt_busiest_layer" unit="">met1</metric>
    <metric name="wire_length_of_the_first_global_routing_pass" unit="um">38400</metric>
    <metric name="grt_pass1_vias" unit="">7293</metric>
    <metric name="grt_use_met3" unit="%">6.05</metric>
    <metric name="grt.met2_usage" unit="%">37.6</metric>
    <metric name="grt_antenna_before_repair" unit="">0</metric>
  </group>
</metrics>
metal layers:
layer | routed length [um] | vias up
li1 | - | 3851
met1 | 11500 | 3606
met2 | 10700 | 190
met3 | 1370 | 20
met4 | 410 | 0
met5 | 0 | -
sequential cells by signal, indices dropped and copies added, names as in the netlist:
name and count:
active 1, count 6, div_zero 1, divisor 32, hi 32, lo 32
ready 1, remainder 64
cells in the mapped netlist (all sizes together), types with 14 or more instances:
master and n:
a21o 20, xnor2 27, nand2 138, o21ai 69, inv 52, nand3 36, clkbuf 24, edfxtp 168
nor2 50, or3 14, ha 67, o211ai 14, xor2 18, a21oi 85, nor3 20, nand4 14
per-stage QoR:
| step | instances | setup WS (ns) | area [um2] | hold WS (ns) |
|---|---|---|---|---|
| floorplan | 966 | 15.17 | 9950 | 0.400 |
| global placement | 1340 | 18.47 | 11600 | 0.404 |
| detailed placement | 1340 | 18.49 | 11600 | 0.411 |
| CTS | 1372 | 18.94 | 12200 | 0.428 |
| global route | 1372 | 18.82 | 12200 | 0.440 |
| finish | 1372 | 18.98 | 12200 | 0.423 |
cell usage in the layout, fill, tap and decap left out, types with 9 or more instances in the layout:
master,netlist,layout
sky130_fd_sc_hd__ha_1,67,67
sky130_fd_sc_hd__a21o_1,20,20
sky130_fd_sc_hd__nor3_1,20,20
sky130_fd_sc_hd__o21ai_0,69,67
sky130_fd_sc_hd__nand4_1,14,14
sky130_fd_sc_hd__or2_2,10,10
sky130_fd_sc_hd__xor2_1,18,18
sky130_fd_sc_hd__inv_1,52,52
sky130_fd_sc_hd__clkdlybuf4s50_1,0,131
sky130_fd_sc_hd__clkbuf_16,0,17
sky130_fd_sc_hd__nand3_1,36,36
sky130_fd_sc_hd__a21oi_1,85,85
sky130_fd_sc_hd__xnor2_1,27,27
sky130_fd_sc_hd__edfxtp_1,168,168
sky130_fd_sc_hd__nor4_1,9,9
sky130_fd_sc_hd__nor2_1,50,49
sky130_fd_sc_hd__or3_1,13,13
sky130_fd_sc_hd__a211oi_1,12,12
sky130_fd_sc_hd__o211ai_1,14,14
sky130_fd_sc_hd__buf_4,3,10
sky130_fd_sc_hd__nand2_1,138,138
cells by family (layout without fill, tap and decap cells):
family,after synthesis,in the layout,share of synthesized area (%)
flops,169,169,50.9
simple gates,334,334,16.0
mux,2,2,0.201
xor+xnor,45,45,3.96
buf+inv,84,225,3.41
compound gates,263,263,16.7
fa+ha+maj,69,69,8.83
worst register-to-register path: stages, from the launching register on:
cell and delay (ns):
sky130_fd_sc_hd__edfxtp_1 0.43, sky130_fd_sc_hd__ha_1 0.30, sky130_fd_sc_hd__fa_1 0.53, sky130_fd_sc_hd__nand2b_1 0.22, sky130_fd_sc_hd__a21o_1 0.22, sky130_fd_sc_hd__a21boi_0 0.44, sky130_fd_sc_hd__nor2_1 0.20, sky130_fd_sc_hd__o21ai_0 0.32
sky130_fd_sc_hd__xor2_1 0.26, sky130_fd_sc_hd__ha_1 0.35, sky130_fd_sc_hd__a2111oi_0 0.36, sky130_fd_sc_hd__o21ai_0 0.15, sky130_fd_sc_hd__a22oi_1 0.19, sky130_fd_sc_hd__o21a_1 0.33, sky130_fd_sc_hd__o21ai_0 0.19, sky130_fd_sc_hd__or3_1 0.36
sky130_fd_sc_hd__o211ai_1 0.11, sky130_fd_sc_hd__a21oi_1 0.14
area by class of cell:
type	instances	area share, %
Inverter	52	1.60
Sequential cell	169	41.6
Timing Repair Buffer	141	11.4
Clock inverter	15	1.65
Clock buffer	17	3.49
Tap cell	265	2.72
Multi-Input combinational cell	713	37.6
worst max path at each step:
| stage | slack, ns | end | startpoint | depth (start not counted) |
|---|---|---|---|---|
| after global routing | 18.82 | remainder[36] | b[25] | 6 |
| final | 18.98 | remainder[36] | b[25] | 6 |
| after CTS | 18.94 | remainder[36] | b[25] | 6 |
